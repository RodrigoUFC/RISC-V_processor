**design/flow/constraint.sdc**
```tcl
current_design ALU

set clk_period 58.2
set clk_io_pct 0.2

create_clock -name clk0 -period $clk_period

set non_clock_inputs [all_inputs -no_clocks]
set_input_delay [expr $clk_period * $clk_io_pct] -clock clk0 $non_clock_inputs
set_output_delay [expr $clk_period * $clk_io_pct] -clock clk0 [all_outputs]
```
**design/flow/design.v**
```verilog
module ALU (ALUControl, readDataRegister1, inputSaidaMuxALUSrc, zeroFlag, ALUResult, carryFlag, negativeFlag,overflowFlag); 
input [3:0] ALUControl;
input [63:0] readDataRegister1; 
input [63:0] inputSaidaMuxALUSrc;
output reg [63:0] ALUResult;
output  reg zeroFlag;
output  reg carryFlag;
output  reg negativeFlag;
output  reg overflowFlag;
reg [64:0] temp;
  always@(readDataRegister1 or inputSaidaMuxALUSrc or ALUControl) begin
    case (ALUControl)
      4'b0000:  
        temp = readDataRegister1 & inputSaidaMuxALUSrc;
      4'b0001:  
        temp = readDataRegister1 | inputSaidaMuxALUSrc;
      4'b0010:  
        temp = readDataRegister1 + inputSaidaMuxALUSrc;
      4'b0110:  
        temp = readDataRegister1 - inputSaidaMuxALUSrc;
      4'b0111:  
        temp = readDataRegister1 ^  inputSaidaMuxALUSrc; 	
    endcase
    ALUResult = temp[63:0];
    negativeFlag = ALUResult[63];    
    carryFlag    =  (ALUControl[1] & temp[64]);
    overflowFlag =  (ALUControl[1] & ((readDataRegister1[63] ~^ inputSaidaMuxALUSrc[63]) & (temp[64]^temp[63]))); 
    zeroFlag = (ALUResult == 0);
  end 
endmodule
```
**design/flow/config.mk**
```make
export PLATFORM = sky130hd
export DESIGN_NAME = ALU
export DESIGN_NICKNAME = ALU
export VERILOG_FILES = /design/flow/design.v
export SDC_FILE = /design/flow/constraint.sdc
export NUM_CORES = 4
export LEC_CHECK = 1
export CORE_UTILIZATION = 40
```
**design/flow/run.sh**
```bash
#!/bin/bash
# OpenROAD 26Q1-2900-gdf79404cd8, Yosys 0.63+post, stock flow scripts
make -C /OpenROAD-flow-scripts/flow DESIGN_CONFIG=/design/flow/config.mk WORK_HOME=/design/flow/orfs finish
```
==> qor.log <==
qor: outcome.status complete, no violations
qor: synth.synth.yosys.chip_area 9274 µm²
qor: detailed_routing.wirelength 34.04 mm
qor: grt.grt-ovfl-total 0
qor: grt.maximum_number_of_pins_on_one_net_before_global_route_repair 38
qor: setup_path.worstPathMaxFanout 6
qor: floorplan.placementRows 55
qor: timing.unconstrained_endpoints 2
qor: run.timing.max_cap.violations 0
qor: placed_design.io_buffers 200
qor: grt.grt_usage 28.45%
qor: synth.post-synth-top-area-fraction 26.04%
qor: power_and_ir_drop.power_spent_charging_and_discharging_nets 63.09 µW
qor: timing.unrepaired_setup_endpoints_after_global_routing no
qor: detailed_routing.drt_iter0_drc 789
qor: clocking.post_cts_buffers 0
qor: final_layout.layout.area.comb 8428 µm²
qor: placed_design.detailed_place_hpwl 28.19 mm
qor: timing.max_freq 32.33 MHz
qor: floorplan.fp_util 40.84%
qor: final_layout.final_common_cell sky130_fd_sc_hd__clkdlybuf4s50_1
qor: setup_path.worst_setup_path_startpoint inputSaidaMuxALUSrc[3]
qor: setup_path.endpoint zeroFlag
qor: setup_path.crit_required 46.56 ns
qor: grt.antenna_found_initial 2
qor: detailed_routing.vias 10,590
qor: synth.yosys_cells 1,389
qor: synth.top_area_cell sky130_fd_sc_hd__ha_1
qor: clocking.hold_buffers 0
qor: setup_path.critical_path.endpoint_type output port
qor: final_layout.largest_register_ffs 2
qor: power_and_ir_drop.proportion_of_power_drawn_by_the_clock_network 0%
qor: grt.grt_first_pass_wirelength 53.41 mm
qor: synth.postSynth.topFlopCell sky130_fd_sc_hd__dlxtn_1
qor: detailed_routing.route.detailed.wl_per_inst 18.73 µm
qor: timing.report.final.hold_viol_count 0
qor: synth.synth_cells 1,389
qor: detailed_routing.drt_pass1_iterations 5
qor: timing.finalClockPeriodUsage 53.15%
qor: setup_path.data_arrival_at_the_endpoint_of_the_critical_path 19.30 ns
qor: min_path.worstHoldPathType primary input to output port
qor: power_and_ir_drop.seq_power_share 0.2%
qor: final_layout.final_layout_size_suffix_gt1_share 1.438%
qor: clocking.cts-resized-gates 0
qor: timing.worst-slew-pin-transition 0.8572 ns
qor: power_and_ir_drop.power_density 9.826 nW/µm²
qor: detailed_routing.viasPerCell 5.829
qor: power_and_ir_drop.pwr-share-comb 99.8%
qor: synth.synth.lib_cells_used.distinct 74
qor: timing.finalMaxSlewViolations 0
qor: floorplan.chip_area 23,800 µm²
qor: timing.unclocked_regs 2
qor: final_layout.final_core_utilization 50.30%
qor: placed_design.place_congestion 0.9635
qor: floorplan.top_level_ports 200
qor: final_layout.filler_cell_count 2,303
qor: synth.yosys_warnings 3
qor: grt.first_global_vias 9,808
qor: floorplan.die_h 154.3 µm
qor: setup_path.critical_path.startpoint_type primary input
qor: synth.synth.area.top_cells sky130_fd_sc_hd__ha_1 26%, sky130_fd_sc_hd__xnor2_1 8.2%, sky130_fd_sc_hd__a21oi_1 5.9%, sky130_fd_sc_hd__inv_1 5.8%, sky130_fd_sc_hd__nor2_1 5.3%
qor: timing.timing.final.setup_violations 0
qor: timing.min_period 30.94 ns
qor: timing.timing.setup.tns 0 ns
qor: synth.number_of_enable_flip_flop_cells 0
qor: power_and_ir_drop.total_leakage_power 5.250 nW
qor: floorplan.core 22,710 µm²
qor: detailed_routing.ant_nets 0
qor: floorplan.die.size.x 154.3 µm
qor: final_layout.layout.cells.most_common_list 200 x sky130_fd_sc_hd__clkdlybuf4s50_1, 193 x sky130_fd_sc_hd__ha_1, 144 x sky130_fd_sc_hd__inv_1, 131 x sky130_fd_sc_hd__nor2_1, 112 x sky130_fd_sc_hd__nand2_1
qor: detailed_routing.post-route-drc-count 0
qor: run.openroad_warning_count 97
qor: final_layout.area_growth_syn_to_layout 23.17%
qor: final_layout.sequential_cell_area 30.03 µm²
qor: synth.syn_area 9274 µm²
qor: power_and_ir_drop.p_sw_share 56.22%
qor: timing.relative_slew_slack 42.32%
qor: synth.numSynthFlops 2
qor: setup_path.setup.worst_path.class primary input to output port
qor: synth.async_flop_share 0%
qor: synth.syn_avg_cell_area 6.677 µm²
qor: power_and_ir_drop.intPower 49.13 µW
qor: power_and_ir_drop.max-vdd-ir-drop 0.003933 mV
[per-layer routing]
| metal | GRT usage [%] | routed length (µm) |
|---|---|---|
| met3 | 1.798 | 1813 |
| met1 | 42.68 | 16660 |
| met4 | 5.281 | 561 |
| met2 | 45.11 | 15000 |
| met5 | 0 | 0 |
[cell usage after synthesis (all sizes together) (14+ instances only)]
cell type / count
nand4: 33
o21ai: 97
a21o: 28
o211ai: 14
o31ai: 17
buf: 23
nor2: 132
a221oi: 51
clkbuf: 44
xnor2: 87
inv: 144
and3: 18
a21oi: 111
nand3: 24
a31oi: 25
xor2: 24
nor3: 29
ha: 193
nand2: 114
[cell type report]
| cell class | count | share of cell area, % |
|---|---|---|
| Multi-Input combinational cell | 1176 | 73.79 |
| Timing Repair Buffer | 208 | 18.05 |
| Inverter | 144 | 4.732 |
| Tap cell | 285 | 3.122 |
| Sequential cell | 2 | 0.2629 |
| Antenna cell | 2 | 0.04382 |
[critical path, cell delays in order]
cell	delay (ns)
sky130_fd_sc_hd__clkdlybuf4s50_1	0.50
sky130_fd_sc_hd__or3_1	0.45
sky130_fd_sc_hd__nor3b_1	0.58
sky130_fd_sc_hd__and3_1	0.36
sky130_fd_sc_hd__nand3_1	0.28
sky130_fd_sc_hd__nor2b_1	0.29
sky130_fd_sc_hd__nand2_1	0.17
sky130_fd_sc_hd__nor2_1	0.19
sky130_fd_sc_hd__nand2_1	0.14
sky130_fd_sc_hd__o21ai_0	0.34
sky130_fd_sc_hd__xnor2_1	0.12
sky130_fd_sc_hd__ha_1	0.42
sky130_fd_sc_hd__nand2_1	0.12
sky130_fd_sc_hd__nor2_1	0.30
sky130_fd_sc_hd__o211a_1	0.21
sky130_fd_sc_hd__o2111ai_1	0.19
sky130_fd_sc_hd__nand2_1	0.22
sky130_fd_sc_hd__mux2i_1	0.20
sky130_fd_sc_hd__o211ai_1	0.17
sky130_fd_sc_hd__or4_1	0.63
sky130_fd_sc_hd__or4_1	0.58
sky130_fd_sc_hd__or4b_1	0.48
sky130_fd_sc_hd__and4bb_1	0.25
sky130_fd_sc_hd__clkdlybuf4s50_1	0.45
[worst min-delay path by stage]
| stage | slack [ns] | cells after the start | endpoint | startpoint |
|---|---|---|---|---|
| finish | 24.45 | 5 | overflowFlag | readDataRegister1[63] |
| global route | 24.48 | 5 | overflowFlag | readDataRegister1[63] |
| CTS | 24.46 | 5 | overflowFlag | readDataRegister1[63] |
[cell families after synthesis]
group / count (synthesis) / synth area share [%]
xor gates and xnor gates: 111 / 10.48
and+or+nand+nor: 438 / 23.10
latches: 2 / 0.3238
AOI/OAI and AO/OA: 426 / 30.17
adders and majority gates: 194 / 26.25
muxes: 7 / 0.7556
buffers and inverters: 211 / 8.918
[power by group through the flow]
stage	sequential (mW)	combinational (mW)	clock, mW
CTS	0.000273	0.111	0
global route	0.000296	0.124	0.00000000462
finish	0.000272	0.112	0.00000000463
[stage by stage]
step / std cells / total power, mW / setup slack [ns] / hold slack [ns] / area (µm²)
after floorplan: 1389 / 0.06767 / 29.51 / 23.37 / 9274
final: 1817 / 0.1122 / 27.26 / 24.45 / 11420
after CTS: 1815 / 0.1112 / 27.35 / 24.46 / 11420
after global routing: 1817 / 0.1239 / 26.68 / 24.48 / 11420
after detailed placement: 1815 / 0.1104 / 27.39 / 24.46 / 11420
after global placement: 1815 / 0.1112 / 27.42 / 24.46 / 11420
Power is estimated from default activity; no workload was simulated.
