$ cat flow/design.v
module PCShiftAdder (actualPC, shiftedBranchAddress, branchAdress);
  input [63:0] actualPC;
  input [63:0] shiftedBranchAddress; 
  output reg [63:0] branchAdress;
  always @(actualPC, shiftedBranchAddress) 
  begin
	branchAdress <= actualPC + shiftedBranchAddress[18:0];
  end
endmodule
$ cat flow/config.mk
export PLATFORM = sky130hd
export DESIGN_NAME = PCShiftAdder
export DESIGN_NICKNAME = PCShiftAdder
export VERILOG_FILES = /design/flow/design.v
export SDC_FILE = /design/flow/constraint.sdc
export NUM_CORES = 4
export LEC_CHECK = 1
export CORE_AREA = 10 10 107 107
export DIE_AREA = 0 0 117 117
$ cat flow/run.sh
#!/bin/bash
# OpenROAD 26Q1-2900-gdf79404cd8, Yosys 0.63+post, stock flow scripts
make -C /OpenROAD-flow-scripts/flow DESIGN_CONFIG=/design/flow/config.mk WORK_HOME=/design/flow/orfs finish
$ cat flow/constraint.sdc
current_design PCShiftAdder

set clk_period 25.2
set clk_io_pct 0.2

create_clock -name clk0 -period $clk_period

set non_clock_inputs [all_inputs -no_clocks]
set_input_delay [expr $clk_period * $clk_io_pct] -clock clk0 $non_clock_inputs
set_output_delay [expr $clk_period * $clk_io_pct] -clock clk0 [all_outputs]
==> impl_metrics.env <==
# implementation run metrics
export IMPL_outcome="finished clean"
export IMPL_timing_hold_violations_final=0
export IMPL_min_from="actualPC[63]"
export IMPL_synth_area_um2=2148
export IMPL_grt_pass1_vias=2868
export IMPL_final_common_cell="clkdlybuf4s50_1"
export IMPL_core_area_um2=9196
export IMPL_min_path_cells=3
export IMPL_postSynthAreaPerCell_um2=6.842
export IMPL_numPortBuffers=147
export IMPL_register_area_um2=0
export IMPL_power_switching_share=0.4049
export IMPL_antenna_found_initial=0
export IMPL_intPower_mw=0.04299
export IMPL_cts_resized_gates=0
export IMPL_wl_per_cell_um=16.71
export IMPL_antenna_left=0
export IMPL_top_area_cell="xnor2_1"
export IMPL_synthToLayoutAreaGrowth_pct=74.72
export IMPL_yosys_stat_cells=314
export IMPL_grt_first_pass_wirelength_um=14520
export IMPL_clockPowerShare=0
export IMPL_area_leaders="xnor2_1 19%, ha_1 11%, nand4_1 8.2%"
export IMPL_num_vias=2885
export IMPL_grt_max_degree=11
export IMPL_crit_path_end_kind="output pin"
export IMPL_ir_drop_mv=0.007458
export IMPL_maxCapViolations=0
export IMPL_cp_required_ps=20160
export IMPL_vias_per_cell=5.053
export IMPL_ys_seq_frac=0
export IMPL_fp_util=0.2336
export IMPL_dp_hpwl_um=8379
export IMPL_fp_dieW_um=117
export IMPL_start_kind="primary input"
export IMPL_postCtsSetupBuffers=0
export IMPL_power_share_sequential=0
export IMPL_fmax_mhz=76.09
export IMPL_fin_setup_tns_ps=0
export IMPL_num_io_pins=192
export IMPL_n_antenna_cell=0
export IMPL_drt_pass1_iterations=4
export IMPL_min_period_over_period=0.5215
export IMPL_fillers=957
export IMPL_yosys_warnings=1
export IMPL_drt_wl_total_um=9543
export IMPL_cp_max_fo=3
export IMPL_flop_count=0
export IMPL_arrival_ps=8100
export IMPL_drtIter0Drc=129
export IMPL_p_sw_mw=0.02925
export IMPL_final_layout_top_logic_cells="147 x clkdlybuf4s50_1, 46 x xnor2_1, 37 x nand2_1, 28 x nand4_1, 27 x nor2_1"
export IMPL_slew_violations=0
export IMPL_n_clock_buffer=0
export IMPL_whs_endpoint="branchAdress[63]"
export IMPL_ys_types=48
export IMPL_die_area_um2=13690
export IMPL_worstSetupPathType="in2out"
export IMPL_final_util=0.4082
export IMPL_fin_area_um2=3754
export IMPL_slew_headroom=0.5806
export IMPL_hp_class="in2out"
export IMPL_overflow=0
export IMPL_final_layout_size_suffix_gt1_frac=0.02826
export IMPL_warnings=77
export IMPL_die_y_um=117
export IMPL_tightest_slew_ps=629.2
export IMPL_syn_inst=314
export IMPL_row_count=35
export IMPL_yosys_area_top_type_share=0.1875
export IMPL_leakage_nw=1.328
export IMPL_placed_cell_area_um2=3754
export IMPL_grt_util_all_layers=0.1303
export IMPL_route_detailed_drc=0
export IMPL_cts_hold_buf=0
export IMPL_comb_area_um2=2117
export IMPL_rsz0062_at_grt="no"
export IMPL_finalSetupViolCount=0
export IMPL_combPwrFrac=1.000
export IMPL_gp_congestion=0.9136
export IMPL_ys_area_um2=2148
export IMPL_power_density_nw_per_um2=19.25
export IMPL_fin_crit_ps=13140
==> per-layer routing <==
layer | global-route usage | wire [um] | vias to the layer above
met5 | 0 | 0 | -
met4 | 0.004942 | 40 | 0
li1 | - | - | 1485
met3 | 0.02064 | 650 | 2
met2 | 0.2257 | 4650 | 83
met1 | 0.1750 | 4201 | 1315
==> power groups by stage <==
stage | Sequential, mW | Clock (mW) | Combinational, mW
CTS | 0 | 0 | 0.0731
global route | 0 | 0 | 0.0790
finish | 0 | 0 | 0.0722
==> Yosys cell counts, types with 2 or more instances <==
cell and number:
a211o_1 2, a211oi_1 4, a21boi_1 2, a21o_1 4, a21oi_1 26, a22oi_1 2, a31oi_1 2, and2_1 2
and3_1 6, and4_1 5, ha_1 19, inv_1 7, nand2_1 37, nand2b_1 2, nand3_1 14, nand4_1 28
nor2_1 27, nor2b_1 3, nor3_1 8, nor4_2 2, o2111ai_1 4, o211ai_1 3, o21ai_0 9, o21ai_1 10
o21bai_1 2, o31ai_1 2, xnor2_1 46, xor2_1 16
==> layout make-up <==
cell class,count,share of cell area
inverter,7,0.007000
tap,111,0.03700
multi-input combinational,306,0.5640
timing repair buffer,147,0.3920
==> critical path, cell delays in order <==
cell,delay (ps)
clkdlybuf4s50_1,400
ha_1,240
fa_1,410
a21o_1,220
a31o_1,290
a2111oi_4,440
nor2_1,120
a2bb2o_1,290
xor2_1,160
clkdlybuf4s50_1,490
==> metrics by stage <==
step                      setup slack [ps]  power, mW  std cells  hold slack [ps]
final                                12060    0.07224        571            11020
after global placement               12080    0.07251        571            11020
after CTS                            12020    0.07306        571            11020
after floorplan                      13180    0.02726        314            10110
after global routing                 11850    0.07899        571            11020
after detailed placement             12050    0.07250        571            11020
==> how the worst max path moves through the flow <==
stage | startpoint | to | cells after the start
after CTS | actualPC[0] | branchAdress[28] | 10
after global routing | actualPC[0] | branchAdress[20] | 10
final | actualPC[0] | branchAdress[28] | 10
==> logic make-up after synthesis <==
kind of cell | after synthesis | synth area share
xor gates and xnor gates | 62 | 0.2528
and+or+nand+nor | 144 | 0.3594
AOI/OAI and AO/OA | 80 | 0.2533
buffers and inverters | 8 | 0.01456
adders and majority gates | 20 | 0.1200
Power and IR drop assume default switching activity.
